==> flow/design.v <==
module rom_ctrl (
    input wire sys_clk,
    input wire sys_rst_n,
    input wire key1_flag,    
    input wire key2_flag,    
    output reg [7:0] addr    
);
    parameter CNT_MAX = 9999999;     
    reg addr_flag1;
    reg addr_flag2;
    reg [23:0] cnt_200ms;
    always @(posedge sys_clk or negedge sys_rst_n) begin
        if(sys_rst_n == 1'b0) addr_flag1 <= 1'b0;
        else if(key2_flag) addr_flag1 <= 1'b0;
        else if(key1_flag) addr_flag1 <= ~addr_flag1;
    end
    always @(posedge sys_clk or negedge sys_rst_n) begin
        if(sys_rst_n == 1'b0) addr_flag2 <= 1'b0;
        else if(key1_flag) addr_flag2 <= 1'b0;
        else if(key2_flag) addr_flag2 <= ~addr_flag2;
    end
    always @(posedge sys_clk or negedge sys_rst_n) begin
        if(sys_rst_n == 1'b0) cnt_200ms <= 24'd0;
        else if((cnt_200ms == CNT_MAX) || addr_flag1 || addr_flag2) cnt_200ms <= 24'd0;
        else cnt_200ms <= cnt_200ms + 1'b1;
    end
    always @(posedge sys_clk or negedge sys_rst_n) begin
        if(sys_rst_n == 1'b0) addr <= 8'd0;
        else if(addr == 8'd255 && cnt_200ms == CNT_MAX) addr <= 8'd0;
        else if(addr_flag1) addr <= 8'd99;
        else if(addr_flag2) addr <= 8'd199;
        else if(cnt_200ms == CNT_MAX) addr <= addr + 1'b1;
    end
endmodule
==> flow/run.sh <==
#!/bin/bash
# OpenROAD 26Q1-2900-gdf79404cd8, Yosys 0.63+post, stock flow scripts
make -C /OpenROAD-flow-scripts/flow DESIGN_CONFIG=/design/flow/config.mk WORK_HOME=/design/flow/orfs finish
==> flow/config.mk <==
export PLATFORM = sky130hd
export DESIGN_NAME = rom_ctrl
export DESIGN_NICKNAME = rom_ctrl
export VERILOG_FILES = /design/flow/design.v
export SDC_FILE = /design/flow/constraint.sdc
export NUM_CORES = 4
export LEC_CHECK = 1
export CORE_UTILIZATION = 40
==> flow/constraint.sdc <==
current_design rom_ctrl

set clk_period 3.9
set clk_io_pct 0.2

create_clock -name clk0 -period $clk_period [get_ports {sys_clk}]

set non_clock_inputs [all_inputs -no_clocks]
set_input_delay [expr $clk_period * $clk_io_pct] -clock clk0 $non_clock_inputs
set_output_delay [expr $clk_period * $clk_io_pct] -clock clk0 [all_outputs]
==> impl_metrics.json <==
{
  "fill_cells": 375,
  "maxCapViolations": 0,
  "cts_tree": "yes",
  "core_area_sq_mm": 0.00412,
  "synthFlopType": "dfrtp_1",
  "drive_above_1_share_pct": 6.44,
  "clock_sinks": 34,
  "arrival_ns": 2.68,
  "grt_overflow": 0,
  "hpwl_um": 2360,
  "slew_headroom_pct": 51.7,
  "drc_errors": 0,
  "grt_pass1_vias": 1275,
  "antenna_left": 0,
  "grt_util_all_layers_pct": 17.6,
  "top_area_share_pct": 48.2,
  "postCtsHoldBufs": 0,
  "cts_buffers": 5,
  "worstPathCellList": "or4b_4, or2_0, or3_1, nand2_1, nor2_1",
  "rsz0062_at_grt": "false",
  "portBuffers": 11,
  "setup_viol": 0,
  "topCellsByArea": "dfrtp_1 48%, xnor2_1 7.9%, nor2_1 7.4%",
  "fin_cells": 252,
  "status": "finished clean",
  "ys.flops": 34,
  "num_io_pins": 12,
  "drtIter0Drc": 89,
  "crit_path_max_incr_delay_ns": 0.58,
  "gp_congestion": 0.883,
  "ir_drop_v": 0.000238,
  "worst_pin_slew_ns": 0.719,
  "initCoreUtil_pct": 42.9,
  "antenna_found_initial": 0,
  "crit_buf_inv": 0,
  "dr.pass1.iters": 4,
  "async_flop_share_pct": 100,
  "power.leakage_nw": 0.806,
  "fin_tns_setup_ns": 0,
  "postCtsSetupBuffers": 0,
  "syn_avg_cell_area_sq_um": 9.48,
  "yosysUniqueCellTypes": 35,
  "insertedDiodeCount": 0,
  "die_y_um": 68.4,
  "synth_area_sq_mm": 0.00176,
  "synth_top_cell_by_count": "nor2_1",
  "dp_cells": 244,
  "ctsRootBufferMaster": "clkbuf_8",
  "grt_pass1_wl_um": 5890,
  "clk_pin_slew_ns": 0.06,
  "vias": 1384,
  "clock_latency_ns": 0.27,
  "total_power_uw": 748,
  "grt_start_max_net_pins": 35,
  "synthCells": 186,
  "clock_skew_ns": 0.00258,
  "clk_path_buf_depth": 2,
  "edf_count": 0,
  "via_per_inst": 5.49,
  "cp_max_fo": 22,
  "post-route-period-util_pct": 65.3,
  "totalWireLength_um": 3480,
  "maxSlewViolCount": 0,
  "largest_area_cell": "dfrtp_1",
  "die_w_um": 68.4,
  "wl_per_cell_um": 13.8,
  "cpMaxStageDelayCell": "nand2_1",
  "crit_family": "simple AND/OR/NAND/NOR gates",
  "p_per_area_mw_per_mm2": 373,
  "yosysWarningCount": 1,
  "max_freq_mhz": 393,
  "min_period_ns": 2.55,
  "rows": 23,
  "cp.required_ns": 4.03,
  "ys_area_sq_mm": 0.00176,
  "yosysSeqAreaShare_pct": 48.2,
  "dieArea_sq_mm": 0.00468,
  "warning_count": 25,
  "ys_cells": 186,
  "ctsResizeCount": 0,
  "syn2layout_area_growth_pct": 13.8,
  "hold_violations": 0,
  "crit_path_end_kind": "flip-flop",
  "setup.worst_path.start_class": "flip-flop",
  "common_cells": "35 x nor2_1, 34 x dfrtp_1, 16 x xnor2_1",
  "cts.htree.levels": 2,
  "critPathKind": "flip-flop to flip-flop",
  "hold_path_class": "flip-flop to flip-flop"
}
[cell families (layout without fill, tap and decap cells)]
| family | count (synthesis) | after routing | synth area share [%] |
|---|---|---|---|
| XOR/XNOR | 26 | 26 | 12.9 |
| flip-flops | 34 | 34 | 48.2 |
| adder cells (fa/ha/maj) | 2 | 2 | 1.42 |
| AND-OR/OR-AND | 15 | 15 | 5.82 |
| multiplexers | 1 | 1 | 0.567 |
| AND/OR/NAND/NOR | 95 | 95 | 27.3 |
| buffers and inverters | 13 | 29 | 3.76 |
[cell usage in the layout, fill, tap and decap left out, types with 2 or more instances in the layout]
master	netlist	final
xor2_1	10	10
nand2_1	12	12
ha_1	2	2
a31oi_1	2	2
o31a_1	2	2
nor2_1	35	35
buf_4	0	2
clkbuf_8	0	6
nor4_1	3	3
inv_1	8	8
and4_1	3	3
nor3_1	5	5
and3_1	4	4
xnor2_1	16	16
o21a_1	2	2
nand3_1	13	13
clkdlybuf4s50_1	0	11
dfrtp_1	34	34
nand4_1	11	11
a21oi_1	4	4
[final timing paths]
path / cells after the start / slack, ns / startpoint / endpoint
max: 5 / 1.35 / cnt_200ms[11]$_DFF_PN0_ / cnt_200ms[17]$_DFF_PN0_
min: 2 / 0.54 / cnt_200ms[23]$_DFF_PN0_ / cnt_200ms[23]$_DFF_PN0_
max reg2reg: 5 / 1.35 / cnt_200ms[11]$_DFF_PN0_ / cnt_200ms[17]$_DFF_PN0_
min reg2reg: 2 / 0.54 / cnt_200ms[23]$_DFF_PN0_ / cnt_200ms[23]$_DFF_PN0_
max in group asynchronous: 2 / 2.67 / sys_rst_n / cnt_200ms[0]$_DFF_PN0_
min in group asynchronous: 2 / 0.92 / sys_rst_n / cnt_200ms[23]$_DFF_PN0_
[area by class of cell]
| type | count | area, sq um | share of cell area, % |
|---|---|---|---|
| Sequential cell | 34 | 851 | 42.4 |
| Multi-Input combinational cell | 139 | 847 | 42.2 |
| Timing Repair Buffer | 13 | 125 | 6.23 |
| Clock buffer | 7 | 86.3 | 4.30 |
| Tap cell | 50 | 62.6 | 3.12 |
| Inverter | 8 | 30.0 | 1.50 |
| Clock inverter | 1 | 5.00 | 0.249 |
[worst min-delay path: cells and delay by family, from the launching register on]
family,cells,cell delay (ns)
xor+xnor,1,0.07
flops,1,0.36
simple gates,1,0.07
[sequential cells by signal, indices dropped and copies added (netlist names)]
register    count
addr_flag1      1
addr_flag2      1
cnt_200ms      24
addr            8
[per-layer routing]
| layer | part of all wire, % | track usage [%] |
|---|---|---|
| met1 | 53 | 29.6 |
| met2 | 44 | 24.9 |
| met3 | 3.0 | 3.55 |
| met4 | 0.83 | 2.34 |
| met5 | 0 | 0 |
[power by group]
group	switching (mW)	internal (mW)
sequential	0.0298	0.372
combinational	0.0487	0.0416
clock	0.114	0.142
total	0.192	0.556
[per-stage QoR]
step           instance area (sq um)  hold slack (ns)  util, %  setup slack, ns
2_1_floorplan                   1760            0.484        -             1.62
3_3_place_gp                    1920            0.521     46.5             1.38
3_5_place_dp                    1920            0.532     46.5             1.37
4_1_cts                         2010            0.550     48.8             1.36
5_1_grt                         2010            0.596     48.8             1.10
6_report                        2010            0.540     48.8             1.35
