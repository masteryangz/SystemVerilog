==> flow/design.v <==
module bcd_8421 (
    input wire sys_clk,
    input wire sys_rst_n,
    input wire [19:0] data,
    output reg [3:0] unit,
    output reg [3:0] ten,
    output reg [3:0] hun,
    output reg [3:0] tho,
    output reg [3:0] t_tho,
    output reg [3:0] h_hun
);
    reg [4:0] cnt_shift;
    reg [43:0] data_shift;
    reg shift_flag;
    always @(posedge sys_clk or negedge sys_rst_n) begin
        if(sys_rst_n == 1'b0) cnt_shift <= 5'd0;
        else if((cnt_shift == 5'd21)&&(shift_flag == 1'b1)) cnt_shift <= 5'd0;
        else if(shift_flag == 1'b1) cnt_shift <= cnt_shift + 1'b1;
        else cnt_shift <= cnt_shift;
    end
    always @(posedge sys_clk or negedge sys_rst_n) begin
        if(sys_rst_n == 1'b0) data_shift <= 44'b0;
        else if(cnt_shift == 5'd0) data_shift <= {24'b0, data};
        else if((cnt_shift <= 20)&&(shift_flag == 1'b0)) begin
            data_shift[23:20] <= (data_shift[23:20]>4) ? (data_shift[23:20] + 2'd3) : (data_shift[23:20]);
            data_shift[27:24] <= (data_shift[27:24]>4) ? (data_shift[27:24] + 2'd3) : (data_shift[27:24]);
            data_shift[31:28] <= (data_shift[31:28]>4) ? (data_shift[31:28] + 2'd3) : (data_shift[31:28]);
            data_shift[35:32] <= (data_shift[35:32]>4) ? (data_shift[35:32] + 2'd3) : (data_shift[35:32]);
            data_shift[39:36] <= (data_shift[39:36]>4) ? (data_shift[39:36] + 2'd3) : (data_shift[39:36]);
            data_shift[43:40] <= (data_shift[43:40]>4) ? (data_shift[43:40] + 2'd3) : (data_shift[43:40]);
        end
        else if((cnt_shift <= 20)&&(shift_flag == 1'b1)) data_shift <= data_shift << 1;
        else data_shift <= data_shift;
    end
    always @(posedge sys_clk or negedge sys_rst_n) begin
        if(sys_rst_n == 1'b0) begin
            shift_flag <= 1'b0;
        end
        else begin
            shift_flag <= ~shift_flag;
        end
    end
    always @(posedge sys_clk or negedge sys_rst_n) begin
        if(sys_rst_n == 1'b0) begin
            unit <= 4'b0;
            ten <= 4'b0;
            hun <= 4'b0;
            tho <= 4'b0;
            t_tho <= 4'b0;
            h_hun <= 4'b0;
        end
        else if(cnt_shift == 5'd21) begin
            unit <= data_shift[23:20];
            ten <= data_shift[27:24];
            hun <= data_shift[31:28];
            tho <= data_shift[35:32];
            t_tho <= data_shift[39:36];
            h_hun <= data_shift[43:40];
        end
    end
endmodule
module data_gen #(
    parameter CNT_MAX = 23'd4999999,
    parameter DATA_MAX = 20'd999999
) (
    input wire sys_clk,
    input wire sys_rst_n,
    output reg [19:0] data,      
    output reg [5:0] point,      
    output reg seg_en,           
    output reg sign              
);
    reg [22:0] cnt_100ms;    
    reg cnt_flag;            
    always @(posedge sys_clk or negedge sys_rst_n) begin
        if(sys_rst_n == 1'b0) begin
            cnt_100ms <= 23'd0;
            point <= 6'b000_000;
            sign <= 1'b0;
        end
        else if(cnt_100ms == CNT_MAX) cnt_100ms <= 23'd0;
        else cnt_100ms <= cnt_100ms + 1'b1;
    end
    always @(posedge sys_clk or negedge sys_rst_n) begin
        if(sys_rst_n == 1'b0) cnt_flag <= 1'b0;
        else if(cnt_100ms == CNT_MAX - 1'b1) cnt_flag <= 1'b1;
        else cnt_flag <= 1'b0;
    end
    always @(posedge sys_clk or negedge sys_rst_n) begin
        if(sys_rst_n == 1'b0) data <= 20'd0;
        else if((data == DATA_MAX)&&(cnt_flag == 1'b1)) data <= 20'd0;
        else if(cnt_flag == 1'b1) data <= data + 1'b1;
        else data <= data;
    end
    always @(posedge sys_clk or negedge sys_rst_n) begin
        if(sys_rst_n == 1'b0) seg_en <= 1'b0;
        else seg_en <= 1'b1;
    end
endmodule
module hc595_ctrl (
    input wire sys_clk,
    input wire sys_rst_n,
    input wire [5:0] sel,
    input wire [7:0] seg,
    output reg stcp,
    output reg shcp,
    output reg ds,
    output wire oe
);
    reg [1:0] cnt_4;         
    reg [3:0] cnt_bit;       
    wire [13:0] data;
    assign data = {seg[0],seg[1],seg[2],seg[3],seg[4],seg[5],seg[6],seg[7],sel};
    assign oe = ~sys_rst_n;
    always @(posedge sys_clk or negedge sys_rst_n) begin
        if(sys_rst_n == 1'b0) cnt_4 <= 2'd0;
        else if(cnt_4 == 2'd3) cnt_4 <= 2'd0;
        else cnt_4 <= cnt_4 + 1'b1;
    end
    always @(posedge sys_clk or negedge sys_rst_n) begin
        if(sys_rst_n == 1'b0) cnt_bit <= 4'd0;
        else if(cnt_4 == 2'd3 && cnt_bit == 4'd13) cnt_bit <= 4'd0;
        else if(cnt_4 == 2'd3) cnt_bit <= cnt_bit + 1'b1;
        else cnt_bit <= cnt_bit;
    end
    always @(posedge sys_clk or negedge sys_rst_n) begin
        if(sys_rst_n == 1'b0) stcp <= 1'b0;
        else if(cnt_bit == 4'd13 && cnt_4 == 2'd3) stcp <= 1'b1;
        else stcp <= 1'b0;
    end
    always @(posedge sys_clk or negedge sys_rst_n) begin
        if(sys_rst_n == 1'b0) shcp <= 1'b0;
        else if(cnt_4 >= 4'd2) shcp <= 1'b1;
        else shcp <= 1'b0;
    end
    always @(posedge sys_clk or negedge sys_rst_n) begin
        if(sys_rst_n == 1'b0) ds <= 1'b0;
        else if(cnt_4 == 2'd0) ds <= data[cnt_bit];
        else ds <= ds;
    end
endmodule
module seg_595_dynamic (
    input wire sys_clk,
    input wire sys_rst_n,
    input wire [19:0] data,
    input wire [5:0] point,
    input wire seg_en,
    input wire sign,
    output wire stcp,
    output wire shcp,
    output wire ds,
    output wire oe
);
    wire [5:0] sel;
    wire [7:0] seg;
    seg_dynamic seg_dynamic_inst(
        .sys_clk(sys_clk),
        .sys_rst_n(sys_rst_n),
        .data(data),
        .point(point),
        .seg_en(seg_en),
        .sign(sign),
        .sel(sel),
        .seg(seg)
    );
    hc595_ctrl hc595_ctrl_inst(
        .sys_clk(sys_clk),
        .sys_rst_n(sys_rst_n),
        .sel(sel),
        .seg(seg),
        .stcp(stcp),
        .shcp(shcp),
        .ds(ds),
        .oe(oe)
    );
endmodule
module seg_dynamic (
    input wire sys_clk,          
    input wire sys_rst_n,        
    input wire [19:0] data,      
    input wire [5:0] point,      
    input wire seg_en,           
    input wire sign,             
    output reg [5:0] sel,        
    output reg [7:0] seg         
);
    parameter CNT_MAX = 16'd49999;   
    wire [3:0] unit;
    wire [3:0] ten;
    wire [3:0] hun;
    wire [3:0] tho;
    wire [3:0] t_tho;
    wire [3:0] h_hun;
    reg [23:0] data_reg;     
    reg [15:0] cnt_1ms;      
    reg flag_1ms;            
    reg [2:0] cnt_sel;       
    reg [5:0] sel_reg;       
    reg [3:0] data_disp;     
    reg dot_disp;            
    always @(posedge sys_clk or negedge sys_rst_n) begin
        if(sys_rst_n == 1'b0) data_reg <= 24'b0;
        else if(h_hun||point[5]) data_reg <= {h_hun,t_tho,tho,hun,ten,unit};
        else if((t_tho || point[4]) && sign) data_reg <= {4'd10,t_tho,tho,hun,ten,unit};
        else if((t_tho || point[4]) && !sign) data_reg <= {4'd11,t_tho,tho,hun,ten,unit};
        else if((tho || point[3]) && sign) data_reg <= {4'd11,4'd10,tho,hun,ten,unit};
        else if((tho || point[3]) && !sign) data_reg <= {4'd11,4'd11,tho,hun,ten,unit};
        else if((hun || point[2]) && sign) data_reg <= {4'd11,4'd11,4'd10,hun,ten,unit};
        else if((hun || point[2]) && !sign) data_reg <= {4'd11,4'd11,4'd11,hun,ten,unit};
        else if((ten || point[1]) && sign) data_reg <= {4'd11,4'd11,4'd11,4'd10,ten,unit};
        else if((ten || point[1]) && !sign) data_reg <= {4'd11,4'd11,4'd11,4'd11,ten,unit};
        else if((unit || point[0]) && sign) data_reg <= {4'd11,4'd11,4'd11,4'd11,4'd10,unit};
        else data_reg <= {4'd11,4'd11,4'd11,4'd11,4'd11,unit};
    end
    always @(posedge sys_clk or negedge sys_rst_n) begin
        if(sys_rst_n == 1'b0) cnt_1ms <= 16'd0;
        else if(cnt_1ms == CNT_MAX) cnt_1ms <= 16'd0;
        else cnt_1ms <= cnt_1ms + 1'b1;
    end
    always @(posedge sys_clk or negedge sys_rst_n) begin
        if(sys_rst_n == 1'b0) flag_1ms <= 1'b0;
        else if(cnt_1ms == CNT_MAX - 1'b1) flag_1ms <= 1'b1;
        else flag_1ms <= 1'b0;
    end
    always @(posedge sys_clk or negedge sys_rst_n) begin
        if(sys_rst_n == 1'b0) cnt_sel <= 3'd0;
        else if((cnt_sel == 3'd5)&&(flag_1ms)) cnt_sel <= 3'd0;
        else if(flag_1ms) cnt_sel <= cnt_sel + 1'b1;
        else cnt_sel <= cnt_sel;
    end
    always @(posedge sys_clk or negedge sys_rst_n) begin
        if(sys_rst_n == 1'b0) sel_reg <= 6'b0;
        else if((cnt_sel == 3'd0)&&(flag_1ms)) sel_reg <= 6'b000001;
        else if(flag_1ms) sel_reg <= sel_reg << 1;
        else sel_reg <= sel_reg;
    end
    always @(posedge sys_clk or negedge sys_rst_n) begin
        if(sys_rst_n == 1'b0) data_disp <= 4'b0;
        else if((seg_en)&&(flag_1ms)) begin
            case (cnt_sel)
                3'd0: data_disp <= data_reg[3:0];
                3'd1: data_disp <= data_reg[7:4];
                3'd2: data_disp <= data_reg[11:8];
                3'd3: data_disp <= data_reg[15:12];
                3'd4: data_disp <= data_reg[19:16];
                3'd5: data_disp <= data_reg[23:20];
                default: data_disp <= 4'b0;
            endcase
        end
        else data_disp <= data_disp;
    end
    always @(posedge sys_clk or negedge sys_rst_n) begin
        if(sys_rst_n == 1'b0) dot_disp <= 1'b1;
        else if(flag_1ms) dot_disp <= ~point[cnt_sel];
        else dot_disp <= dot_disp;
    end
    always @(posedge sys_clk or negedge sys_rst_n) begin
        if(sys_rst_n == 1'b0) seg <= 8'b11111111;
        else begin
            case (data_disp)
                4'd0: seg <= {dot_disp,7'b1000000};
                4'd1: seg <= {dot_disp,7'b1111001};
                4'd2: seg <= {dot_disp,7'b0100100};
                4'd3: seg <= {dot_disp,7'b0110000};
                4'd4: seg <= {dot_disp,7'b0011001};
                4'd5: seg <= {dot_disp,7'b0010010};
                4'd6: seg <= {dot_disp,7'b0000010};
                4'd7: seg <= {dot_disp,7'b1111000};
                4'd8: seg <= {dot_disp,7'b0000000};
                4'd9: seg <= {dot_disp,7'b0010000};
                4'd10: seg <= {dot_disp,8'b10111111};
                4'd11: seg <= {dot_disp,8'b11111111};
                default: seg <= 8'b11000000;
            endcase
        end
    end
    always @(posedge sys_clk or negedge sys_rst_n) begin
        if(sys_rst_n == 1'b0) sel <= 6'b000000;
        else sel <= sel_reg;
    end
    bcd_8421 bcd_inst(
        .sys_clk(sys_clk),
        .sys_rst_n(sys_rst_n),
        .data(data),
        .unit(unit),
        .ten(ten),
        .hun(hun),
        .tho(tho),
        .t_tho(t_tho),
        .h_hun(h_hun)
    );
endmodule
module top_seg_595 (
    input wire sys_clk,
    input wire sys_rst_n,
    output wire stcp,
    output wire shcp,
    output wire ds,
    output wire oe
);
    wire [19:0] data;
    wire [5:0] point;
    wire seg_en;
    wire sign;
    data_gen data_gen_inst(
        .sys_clk(sys_clk),
        .sys_rst_n(sys_rst_n),
        .data(data),
        .point(point),
        .seg_en(seg_en),
        .sign(sign)
    );
    seg_595_dynamic seg_595_dynamic_inst(
        .sys_clk(sys_clk),
        .sys_rst_n(sys_rst_n),
        .data(data),
        .point(point),
        .seg_en(seg_en),
        .sign(sign),
        .stcp(stcp),
        .shcp(shcp),
        .ds(ds),
        .oe(oe)
    );
endmodule
==> flow/run.sh <==
#!/bin/bash
# OpenROAD 26Q1-2900-gdf79404cd8, Yosys 0.63+post, stock flow scripts
make -C /OpenROAD-flow-scripts/flow DESIGN_CONFIG=/design/flow/config.mk WORK_HOME=/design/flow/orfs finish
==> flow/config.mk <==
export PLATFORM = sky130hd
export DESIGN_NAME = top_seg_595
export DESIGN_NICKNAME = top_seg_595
export VERILOG_FILES = /design/flow/design.v
export SDC_FILE = /design/flow/constraint.sdc
export NUM_CORES = 4
export LEC_CHECK = 1
export CORE_UTILIZATION = 40
==> flow/constraint.sdc <==
current_design top_seg_595

set clk_period 7.7
set clk_io_pct 0.2

create_clock -name clk0 -period $clk_period [get_ports {sys_clk}]

set non_clock_inputs [all_inputs -no_clocks]
set_input_delay [expr $clk_period * $clk_io_pct] -clock clk0 $non_clock_inputs
set_output_delay [expr $clk_period * $clk_io_pct] -clock clk0 [all_outputs]
==> out/README.md <==
| Metric | Reported | Unit |
|---|---|---|
| Outcome | finished clean | - |
| Mean instance size in the synthesized netlist | 10.0 | µm² |
| Crit path launch type | input pin | - |
| Cell count after synthesis | 914 | - |
| Total routing resource utilization after global routing | 0.152 | - |
| Total half-perimeter wirelength after legalization and detailed placement | 10,300 | µm |
| Biggest area cells | sky130_fd_sc_hd__dfrtp_1 51%, sky130_fd_sc_hd__o21ai_0 5.3%, sky130_fd_sc_hd__nand2_1 4.4% | - |
| Sinks on the clock net | 196 | - |
| Non-filler cells, final | 1,206 | - |
| Die width | 153 | µm |
| Int Power | 1.46 | mW |
| Global-route wire length before repair | 28,800 | µm |
| Area taken by flip-flops and latches | 4910 | µm² |
| Max clock buf depth | 2 | - |
| Number of max-cap violations | 0 | - |
| Fraction of synthesized cell area taken by the top area cell type | 0.514 | - |
| Share of final-layout standard cells stronger than drive strength 1 | 0.0771 | - |
| Minimum setup slack among reg-to-reg paths | 5420 | ps |
| Max FFs per register | 44 | - |
| Count of buffers added by post-CTS timing repair for setup | 0 | - |
| Average vias per placed instance | 5.11 | - |
| Most instantiated logic cell after routing | sky130_fd_sc_hd__dfrtp_1 | - |
| Worst hold slack across all endpoints | 370 | ps |
| Relative contribution of sequential cells to total power | 0.542 | - |
| Clock tree root buffer cell | sky130_fd_sc_hd__clkbuf_16 | - |
| Number of setup violations in the final report | 0 | - |
| Worst supply voltage drop on vdd | 0.117 | mV |
| Area overhead of the layout relative to synthesis | 9.96 | % |
| Top logic cells by instance count in the layout | 188 x sky130_fd_sc_hd__dfrtp_1, 108 x sky130_fd_sc_hd__nand2_1, 96 x sky130_fd_sc_hd__o21ai_0 | - |
| Total cell area reported by yosys after synthesis | 9160 | µm² |
| Height of the die | 153 | µm |
| Filler cell count in the final layout | 2,089 | - |
| Count of final hold-check violations | 0 | - |
| Min cycle time layout | 4110 | ps |
| Mapped cell area | 9160 | µm² |
| RSZ-0062 raised after global routing | no | - |
| Fraction of registers with async set/reset | 1.00 | - |
| Library cell with the largest summed area after synthesis | sky130_fd_sc_hd__dfrtp_1 | - |
| Count of instances resized after the clock tree is built | 0 | - |
| Portion of the clock cycle consumed by the worst path in the final layout | 0.534 | - |
| FF-to-FF path depth | 6 | - |
| Hold Path Stages | 0 | - |
| Class of the tightest hold or removal check | reg2reg | - |
| Yosys Warn Count | 4 | - |
| Number of buffers added to fix hold violations after cts | 0 | - |
| Number of distinct library cells after synthesis | 57 | - |
| FF-to-FF Start | data_gen_inst.cnt_100ms[17] | - |
| Fraction of the yosys area taken by sequential cells | 0.537 | - |
| Number of antenna violations at the first check in global routing | 0 | - |
| Maximum fanout encountered on the critical timing path | 76 | - |
| Detailed-route wire length per cell | 13.3 | µm |
| Floorplan Core Area | 22,600 | µm² |
| Most used DFF post-synth | sky130_fd_sc_hd__dfrtp_1 | - |
| Setup TNS after final layout | 0 | ps |
| Clock-pin transition on the worst setup and hold timing paths | 80 | ps |
| Antenna fix cells | 0 | - |
| Arrival time at the worst endpoint | 2570 | ps |
| Via count of the first global-routing pass | 5,924 | - |
| Cell total in the yosys stat output | 914 | - |
| Count of warning messages emitted by the tools | 43 | - |
| Weighted congestion reported at the end of routability-driven placement | 0.802 | - |
| Sw Pwr | 0.436 | mW |
| Gr ovfl total | 0 | - |
| Pwr Total | 1.90 | mW |
| Pin count of the biggest net entering global routing | 123 | - |
| Hold Crit Start | seg_595_dynamic_inst.seg_dynamic_inst.sel_reg[5] | - |
| Critical register-to-register path endpoint | data_gen_inst.cnt_100ms[3] | - |
| CTS tree | yes | - |
| Combinational group share of total power | 0.012 | - |
| Number of instances in the placed design | 1,174 | - |
| Max Clk Rate | 0.243 | GHz |
| Tightest Pin Transition | 787 | ps |
| Routed wire length | 16,100 | µm |
| Power density over the cells | 189 | nW/µm² |
| Max-slew violations | 0 | - |
| Drt initial violations | 353 | - |
| Total die size | 23,500 | µm² |
| Vias | 6,167 | - |
| Flip-flops with a built-in enable | 0 | - |
| Leak | 4.23 | nW |
| Net switching fraction of the power | 0.230 | - |
| Number of synthesized register bits | 196 | - |
| Number of rows created at floorplan | 55 | - |
| Crit path kind | in2out | - |
| Total area of multi-input combinational cells | 3890 | µm² |
| Category of the worst setup path capture point | output pin | - |
| Tally of nets with antenna violations remaining after routing | 0 | - |
| Total clock buffers created by CTS | 17 | - |
| Detailed-route DRC error count | 0 | - |
| Count of buffers from port buffering | 5 | - |
| Number of H-tree levels | 4 | - |
| Worst Hold Path EP | seg_595_dynamic_inst.seg_dynamic_inst.sel[5] | - |
| Clock share of power | 0.446 | - |
| Clock Skews | 10.0 | ps |
| Worst slew slack as a fraction of its limit | 0.471 | - |
| CP Data Required Time | 6160 | ps |
| Boundary Pins | 6 | - |
| Source-to-sink clock delay at the later pin of the worst-skew pair | 430 | ps |
| Initial cell density of the core | 0.406 | - |
| Router iterations before antenna repair | 4 | - |
-- cell usage after synthesis (3+ instances only) --
| library cell | n |
|---|---|
| sky130_fd_sc_hd__a21o_1 | 6 |
| sky130_fd_sc_hd__a21oi_1 | 39 |
| sky130_fd_sc_hd__a22o_1 | 8 |
| sky130_fd_sc_hd__a41oi_1 | 3 |
| sky130_fd_sc_hd__and3_1 | 13 |
| sky130_fd_sc_hd__buf_1 | 3 |
| sky130_fd_sc_hd__buf_2 | 6 |
| sky130_fd_sc_hd__clkbuf_1 | 30 |
| sky130_fd_sc_hd__dfrtp_1 | 188 |
| sky130_fd_sc_hd__dfstp_2 | 8 |
| sky130_fd_sc_hd__ha_1 | 30 |
| sky130_fd_sc_hd__inv_1 | 56 |
| sky130_fd_sc_hd__mux2_2 | 8 |
| sky130_fd_sc_hd__mux2i_1 | 23 |
| sky130_fd_sc_hd__mux4_2 | 3 |
| sky130_fd_sc_hd__nand2_1 | 108 |
| sky130_fd_sc_hd__nand2b_1 | 16 |
| sky130_fd_sc_hd__nand3_1 | 26 |
| sky130_fd_sc_hd__nand3b_1 | 4 |
| sky130_fd_sc_hd__nand4_1 | 15 |
| sky130_fd_sc_hd__nor2_1 | 69 |
| sky130_fd_sc_hd__nor2b_1 | 6 |
| sky130_fd_sc_hd__nor3_1 | 13 |
| sky130_fd_sc_hd__nor4_1 | 15 |
| sky130_fd_sc_hd__nor4b_1 | 3 |
| sky130_fd_sc_hd__o211ai_1 | 9 |
| sky130_fd_sc_hd__o21ai_0 | 97 |
| sky130_fd_sc_hd__o22ai_1 | 10 |
| sky130_fd_sc_hd__o311ai_0 | 6 |
| sky130_fd_sc_hd__o31ai_1 | 5 |
| sky130_fd_sc_hd__or2_2 | 4 |
| sky130_fd_sc_hd__or4_1 | 4 |
| sky130_fd_sc_hd__xnor2_1 | 30 |
| sky130_fd_sc_hd__xor2_1 | 20 |
-- power groups by stage --
stage	logic, mW	clock network, mW	registers [mW]
after global routing	0.0266	0.914	1.03
after CTS	0.0240	0.877	1.03
final	0.0219	0.848	1.03
-- cell families after synthesis --
logic type	after synthesis	synth area share
flip-flops	196	0.537
multiplexers	34	0.0423
AND-OR/OR-AND	196	0.125
XOR/XNOR	50	0.0478
buffers and inverters	97	0.0410
adder cells (fa/ha/maj)	30	0.0410
other	1	0.000409
AND/OR/NAND/NOR	310	0.166
-- worst max-delay path: stages --
cell	delay [ps]
sky130_fd_sc_hd__clkbuf_8	490
sky130_fd_sc_hd__inv_1	90
sky130_fd_sc_hd__clkdlybuf4s50_1	410
-- through the flow --
step | worst slack (ps) | area, µm² | utilization
CTS | 3520 | 10100 | 0.446
finish | 3590 | 10100 | 0.446
detailed placement | 3520 | 9510 | 0.421
floorplan | 4610 | 9160 | -
global placement | 3520 | 9510 | 0.421
global route | 3420 | 10100 | 0.446
-- routing by layer --
metal	wire [µm]	track usage
met1	8270	0.248
met2	7220	0.233
met3	457	0.0246
met4	135	0.0130
met5	0	0
-- worst max-delay path by stage --
stage              from  to  slack (ps)  depth (start not counted)
global route  sys_rst_n  oe        3420                          3
finish        sys_rst_n  oe        3590                          3
CTS           sys_rst_n  oe        3520                          3
-- layout make-up --
cell class / instances / area share
multi-input combinational: 622 / 0.386
clock inverter: 14 / 0.0137
clock buffer: 18 / 0.0426
timing repair buffer: 14 / 0.0133
tap: 285 / 0.0354
sequential: 196 / 0.488
inverter: 57 / 0.0212
Power is estimated from default activity; no workload was simulated.
