### flow/design.v
module key_filter #(
    parameter CNT_MAX=20'd999_999
) (
    input wire sys_clk,
    input wire sys_rst_n,
    input wire key_in,
    output reg key_flag
);
    reg[19:0] cnt_20ms;
    always @(posedge sys_clk or negedge sys_rst_n) begin
        if(sys_rst_n==1'b0)
            cnt_20ms<=20'b0;
        else if(key_in==1'b1)
            cnt_20ms<=20'b0;
        else if(cnt_20ms==CNT_MAX&&key_in==1'b0)
            cnt_20ms<=cnt_20ms;
        else
            cnt_20ms<=cnt_20ms+1'b1;
    end
    always @(posedge sys_clk or negedge sys_rst_n) begin
        if(sys_rst_n==1'b0)
            key_flag<=1'b0;
        else if(cnt_20ms==CNT_MAX-1'b1)
            key_flag<=1'b1;
        else
            key_flag<=1'b0;
    end
endmodule
### flow/run.sh
#!/bin/bash
# OpenROAD 26Q1-2900-gdf79404cd8, Yosys 0.63+post, stock flow scripts
make -C /OpenROAD-flow-scripts/flow DESIGN_CONFIG=/design/flow/config.mk WORK_HOME=/design/flow/orfs finish
### flow/config.mk
export PLATFORM = sky130hd
export DESIGN_NAME = key_filter
export DESIGN_NICKNAME = key_filter
export VERILOG_FILES = /design/flow/design.v
export SDC_FILE = /design/flow/constraint.sdc
export NUM_CORES = 4
export LEC_CHECK = 1
export CORE_AREA = 10 10 94 94
export DIE_AREA = 0 0 104 104
### flow/constraint.sdc
current_design key_filter

set clk_period 3.2
set clk_io_pct 0.2

create_clock -name clk0 -period $clk_period [get_ports {sys_clk}]

set non_clock_inputs [all_inputs -no_clocks]
set_input_delay [expr $clk_period * $clk_io_pct] -clock clk0 $non_clock_inputs
set_output_delay [expr $clk_period * $clk_io_pct] -clock clk0 [all_outputs]
==> impl_metrics.yaml <==
# physical design summary
worst_setup_path:
  r2r_start: "cnt_20ms[12]"
  rrSetupSlack_ns: 1.26
  required_ns: 3.37
  cp_cell_sequence: "or4_4 -> nor4_4 -> nand2_2 -> a211oi_2"
  cp_slowest_stage_delay_ns: 0.55
  critPathLaunchType: "register"
  cp-startpoint: "cnt_20ms[12]"
  cpLargestDelayFamily: "simple AND/OR/NAND/NOR gates"
  crit_arrival_ns: 2.11
  cp_max_fo: 8
  reg2reg_depth: 4
  crit_path_end: "cnt_20ms[3]"
  reg2reg_to: "cnt_20ms[3]"
  cpMaxStageDelayCell: "or4_4"
  crit_buf_inv: 0
  crit_cells: 4
  end_kind: "register"
  worstSetupPathType: "reg -> reg"
global_routing:
  grt_max_degree: 22
  grtUsageTotal_pct: 4.03
  grt_first_pass_wirelength_mm: 3.89
  grt-ovfl-total: 0
  first_global_vias: 803
  antenna_found_initial: 0
clock_network:
  cts_tree: "built"
  cts_made_buffers: 3
  clock_latency_ns: 0.26
  clockBufferDepth: 2
  cts_root_buffer: "clkbuf_8"
  ctsResizeCount: 0
  hold_buffers: 0
  clkTransAtPathRegs_ns: 0.08
  cts_setup_buffers: 0
  cts_sinks: 21
  h-tree-depth: 1
status:
  status: "finished, final reports clean"
yosys:
  ys_cells: 114
  synth_cell_type_count: 34
  ys_seq_share_pct: 45.5
  ys_warn_count: 1
  yosysTopAreaCell: "dfrtp_1"
  yosysMostFrequentCell: "dfrtp_1"
  syn_inst: 114
  avgSynthCellArea_um2: 10.1
  ys_async_sr_fraction_pct: 100
  edf_count: 0
  common_cells: "dfrtp_1 (21), nand3_1 (10), nor2_1 (10), a21oi_1 (9), nand2_1 (6)"
  synth.area.top_cells: "dfrtp_1 (46%), nand3_1 (4.3%), a21oi_1 (3.9%), nor2_1 (3.3%), xnor2_1 (3.0%)"
  top_area_share_pct: 45.5
  syn_area_um2: 1150
  ys.flops: 21
  ys.flop_type: "dfrtp_1"
  yosys-stat-area_um2: 1150
placed_design:
  dpl_worst_slack_ns: 1.15
  io_buffers: 3
  place_congestion: 0.794
  hpwl_mm: 1.51
power_and_ir_drop:
  power.leakage_uw: 0.000490
  switching_share_pct: 22.1
  internal_power_uw: 362
  clockPowerShare_pct: 37.2
  combPwrFrac_pct: 4.2
  power.density_nw_per_um2: 351
  switchingPower_uw: 103
  ir_drop_mv: 0.119
  p_seq_share_pct: 58.6
floorplanning:
  ios: 4
  fp.dieArea_um2: 10800
  die_w_um: 104
  row_count: 30
  core_area_um2: 6830
  floorplan.core_util_pct: 16.9
  die_height_um: 104
timing:
  tns_ns: 0
  rsz0062_at_grt: "no"
  max_freq_ghz: 0.515
  worst-slew-pin-transition_ns: 0.788
  slew_violations: 0
  worst_slew_margin_rel_pct: 47.3
  setup_viol: 0
  final_hold_viol_count: 0
  post-route-period-util_pct: 60.7
  fin_crit_ns: 1.94
  layout_setup_ws_ns: 1.26
  skew_ns: 0.00794
run:
  cap_violations: 0
  warnings: 26
worst_hold_path:
  worstHoldPathType: "reg -> reg"
  hold_path_depth: 2
cells_and_area:
  drive_gt1_share_pct: 14.5
  layout.area.seq_um2: 526
  final_util_pct: 19.4
  fill_cells: 767
  synthToLayoutAreaGrowth_pct: 14.7
  comb_area_um2: 592
routing:
  wl_per_cell_um: 10.2
  num_vias: 859
  insertedDiodeCount: 0
  drt_iter0_drc: 28
  wl_mm: 2.18
  post-route-drc-count: 0
  ant_nets: 0
  vias_per_cell: 4.03
  firstDrtPassIters: 4
==> worst min path at each step <==
stage	startpoint	slack [ns]	endpoint
after global routing	cnt_20ms[18]	0.58	cnt_20ms[18]
after CTS	cnt_20ms[18]	0.56	cnt_20ms[18]
final	cnt_20ms[18]	0.56	cnt_20ms[18]
==> final cells by class <==
cell class | count | share of cell area, %
clock buffer | 3 | 3.12
clock inverter | 1 | 0.378
inverter | 1 | 0.283
multi-input combinational | 87 | 44.7
sequential | 21 | 39.7
tap | 96 | 9.07
timing repair buffer | 4 | 2.83
==> per-layer routing <==
metal  GRT usage, %  vias up  routed length [um]
met4          0.696        0                  41
met5              0        -                   0
met2           6.35        8                 938
met1           5.92      419                1170
met3          0.376        2                  30
li1               -      430                   -
==> cells by family after synthesis <==
kind of cell             count (synthesis)  share of synthesized area, %
XOR/XNOR                                 8                          6.07
adder cells (fa/ha/maj)                  2                          2.17
AND-OR/OR-AND                           24                          13.8
AND/OR/NAND/NOR                         53                          29.3
buffers and inverters                    6                          3.25
flip-flops                              21                          45.5
==> tightest hold or removal path, stage by stage, from the launching register on <==
cell and delay, ns:
dfrtp_1 0.39, o31ai_1 0.07, a21oi_1 0.06
==> registers in the layout (all words and copies together), names as in the netlist <==
| register | cells |
|---|---|
| cnt_20ms | 20 |
| key_flag | 1 |
==> stage by stage <==
stage | hold WS, ns | std cells | total power (uW) | area (um^2)
floorplan | 0.344 | 114 | 287 | 1150
global placement | 0.543 | 209 | 297 | 1280
detailed placement | 0.545 | 209 | 298 | 1280
CTS | 0.562 | 213 | 474 | 1330
global route | 0.580 | 213 | 489 | 1330
finish | 0.559 | 213 | 465 | 1330
==> cells in the final DEF (no fill, tap or decap), types with 2 or more instances in the layout <==
cell             instances
or4_1                    2
a21o_2                   2
xor2_1                   4
and3_1                   4
a31oi_1                  3
o21bai_1                 2
and4_1                   3
o21ai_0                  3
nand3_1                 10
clkbuf_8                 3
xnor2_1                  4
dfrtp_1                 21
clkdlybuf4s50_1          3
nor3_1                   2
or3_1                    3
nor2_1                  10
ha_1                     2
nand4_1                  4
nand2_1                  6
o31ai_1                  3
a211oi_2                 2
a21oi_1                  9
==> power groups by stage <==
stage | combinational, uW | sequential (uW) | clock, uW
6_report | 19.7 | 272 | 173
5_1_grt | 23.5 | 273 | 192
4_1_cts | 20.2 | 272 | 182
Power figures rest on the tool's default switching activity, not on a simulated workload.
